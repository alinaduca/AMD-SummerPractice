$ cat flow/config.mk
export PLATFORM = sky130hd
export DESIGN_NAME = Memory
export DESIGN_NICKNAME = Memory
export VERILOG_FILES = /design/flow/design.v
export SDC_FILE = /design/flow/constraint.sdc
export NUM_CORES = 4
export LEC_CHECK = 1
export CORE_UTILIZATION = 50
$ cat flow/constraint.sdc
current_design Memory

set clk_period 1.7
set clk_io_pct 0.2

create_clock -name clk0 -period $clk_period [get_ports {Clk}]

set non_clock_inputs [all_inputs -no_clocks]
set_input_delay [expr $clk_period * $clk_io_pct] -clock clk0 $non_clock_inputs
set_output_delay [expr $clk_period * $clk_io_pct] -clock clk0 [all_outputs]
$ cat flow/design.v
interface CalculatorBinarInterface;
    logic Clk;
    logic Reset;
    logic InputKey;
    logic ValidCmd;
    logic RWMem;
    logic [7:0] Addr;
    logic [7:0] InA;
    logic [7:0] InB;
    logic [3:0] Sel;
    logic ConfigDiv;
    logic [31:0] Din;
    logic Enable;
    logic [31:0] RezultatAlu;
    logic [31:0] RezultatConcat;
    logic [31:0] RezultatMux4;
    logic TxDone1, TxData1, SampleData1, Active1, Mode1;
    logic AccessMem1, RwMem2, ResetTmp;
    logic DOutValid;
    logic DataOut;
    logic ClkTx;
    logic CalcActive;
    logic [31:0] aux;
    logic CalcMode;
    logic [31:0] FrequencyDivTarget;
    modport DUT (
        input Clk,
        input Reset,
        input InputKey,
        input ValidCmd,
        input RWMem,
        input Addr,
        input InA,
        input InB,
        input Sel,
        input ConfigDiv,
        input Din,
        input Enable,
        output RezultatAlu,
        output RezultatConcat,
        output RezultatMux4,
        output TxDone1,
        output TxData1,
        output SampleData1,
        output Active1,
        output Mode1,
        output AccessMem1,
        output RwMem2,
        output ResetTmp,
        output DOutValid,
        output DataOut,
        output ClkTx,
        output CalcActive,
        output aux,
        output CalcMode,
        output FrequencyDivTarget
    );
endinterface
module Memory #(parameter WIDTH=8, DinLENGTH=32) (
    input Clk,
    input Reset,
    input Valid,
    input R_W,
    input [WIDTH-1:0] Addr,
    input [DinLENGTH-1:0] Din,
    output [DinLENGTH-1:0] Dout
);
    integer i;
    reg [DinLENGTH-1:0] memory [0:WIDTH-1];
    reg [DinLENGTH-1:0] dout_reg;
    always @(posedge Clk, posedge Reset) begin
        if (Reset) begin
            for (i = 0; i < WIDTH; i = i + 1) begin
                memory[i] <= 0;
            end
            dout_reg <= 0;
        end else if (Valid) begin
            if (R_W == 0) begin
                dout_reg <= memory[Addr];
            end else begin
                memory[Addr] <= Din;
            end
        end else begin
            dout_reg <= 0;
        end
    end
    assign Dout = dout_reg;
endmodule
$ cat flow/run.sh
#!/bin/bash
# OpenROAD 26Q1-2900-gdf79404cd8, Yosys 0.63+post, stock flow scripts
make -C /OpenROAD-flow-scripts/flow DESIGN_CONFIG=/design/flow/config.mk WORK_HOME=/design/flow/orfs finish
==> impl_metrics.env <==
# flow metrics
export IMPL_outcome="finished clean"
export IMPL_hp_class="in2async"
export IMPL_switchingPower_mw=4.49
export IMPL_grt_use_total_pct=25.9
export IMPL_cts_sinks=288
export IMPL_grt_max_degree=46
export IMPL_ir_worst_vdd_uv=706
export IMPL_synth_chip_area_um2=12700
export IMPL_syn_avg_cell_area_um2=13.2
export IMPL_p_comb_share_pct=14.9
export IMPL_dp_cells=1390
export IMPL_fp_util_pct=50.8
export IMPL_rr_worst_depth=3
export IMPL_fin_ws_ns=0.149
export IMPL_period_used_pct=91.2
export IMPL_worstPathMaxFanout=16
export IMPL_cap_violations=0
export IMPL_p_leak_nw=7.06
export IMPL_drc_errors=0
export IMPL_edf_count=0
export IMPL_p_per_area_nw_per_um2=1140
export IMPL_netlist_area_leader_share_pct=56.6
export IMPL_largest_reg_flops=256
export IMPL_grt_pass1_vias=8636
export IMPL_largest_area_cell="dfrtp_1"
export IMPL_synth_cell_types=30
export IMPL_critPathCaptureType="register"
export IMPL_ys_warn_count=2
export IMPL_dp_hpwl_um=19500
export IMPL_rr_startpoint="memory[7][17]$_DFFE_PP0P_"
export IMPL_combGateArea_um2=5100
export IMPL_slew_headroom_pct=61.1
export IMPL_grt_antenna_before_repair=0
export IMPL_drt_wirelength_per_cell_um=20.5
export IMPL_slew_violations=0
export IMPL_die_h_um=162
export IMPL_ant_nets=0
export IMPL_synth_seq_share_pct=56.6
export IMPL_cts_root_buf="clkbuf_16"
export IMPL_clkTransAtPathRegs_ns=0.06
export IMPL_fill_cells=1960
export IMPL_synth_area_um2=12700
export IMPL_synth_cells=967
export IMPL_finalWeightedCongestion=0.798
export IMPL_fmax_ghz=0.645
export IMPL_utilization_pct=62.3
export IMPL_yosys_cell_count_top_type="dfrtp_1"
export IMPL_topCellsByArea="dfrtp_1, mux2_1, mux2i_1, o2bb2ai_1, a211oi_1"
export IMPL_cts_tree="yes"
export IMPL_synth_flops=288
export IMPL_p_int_mw=13.4
export IMPL_critPathLaunch="R_W"
export IMPL_finalHoldViolations=0
export IMPL_arrival_ns=1.97
export IMPL_rr_endpoint="dout_reg[17]$_DFFE_PP0P_"
export IMPL_switching_share_pct=25.2
export IMPL_antenna_cells=0
export IMPL_area_delta_synth_final_pct=22.6
export IMPL_ys_cells=967
export IMPL_core_um2=25000
export IMPL_rsz0062_at_grt="no"
export IMPL_overflow=0
export IMPL_final_setup_tns_ns=0
export IMPL_portBuffers=70
export IMPL_synth_top_flop_cell="dfrtp_1"
export IMPL_cp_cell_sequence="clkdlybuf4s50_1 -> and2_2 -> nand2_1 -> nor2_4 -> buf_12 -> mux2_1"
export IMPL_dieArea_um2=26100
export IMPL_endpoint="memory[3][6]$_DFFE_PP0P_"
export IMPL_crit_type="in2reg"
export IMPL_crit_required_ns=2.12
export IMPL_io_pins=76
export IMPL_place_ws_ns=-0.399
export IMPL_grt_pass1_wl_um=49500
export IMPL_cp_slowest_cell="clkdlybuf4s50_1"
export IMPL_critPathMaxStageDelay_ns=0.50
export IMPL_via_per_inst=5.70
export IMPL_seq_power_share_pct=50.6
export IMPL_clock_skew_ns=0.0108
export IMPL_worstMarginPinSlew_ns=0.583
export IMPL_cts_buffer_depth=3
export IMPL_fin_crit_ns=1.55
export IMPL_cts_buffers=31
export IMPL_die_x_um=162
export IMPL_rrSetupSlack_ns=0.51
export IMPL_synthTopCellsByCount="dfrtp_1, mux2_1, nand2_1, o21ai_1, mux2i_1"
export IMPL_drt_initial_drc_count=442
export IMPL_route_vias_total=8259
export IMPL_drt_total_wl_um=29700
export IMPL_power_mw=17.9
export IMPL_regArea_um2=7210
export IMPL_row_count=58
export IMPL_dr_pass1_iters=4
export IMPL_clkPwrFrac_pct=34.5
export IMPL_cts_htree_levels=1
export IMPL_warning_count=31
export IMPL_clkLatencyLatePin_ns=0.55
export IMPL_final_cells=1449
export IMPL_finalSetupViolCount=0
export IMPL_layout_drive_gt1_share_pct=14.4
export IMPL_start_kind="input pin"
export IMPL_async_flop_share_pct=100
layout by cell type, fill, tap and decap left out, drive strengths merged, types with 2 or more instances in the layout:
cell / netlist / routed
o2bb2ai: 30 / 30
clkdlybuf4s50: 0 / 35
nand2: 65 / 65
clkbuf: 23 / 44
inv: 30 / 30
and2: 2 / 2
dlygate4sd2: 0 / 32
a211oi: 34 / 34
nor3: 3 / 3
mux2i: 38 / 38
o21ai: 62 / 62
nand3: 4 / 4
clkinv: 0 / 10
nand2b: 5 / 5
a221oi: 28 / 28
a22o: 28 / 28
nor2: 10 / 10
mux2: 256 / 256
dfrtp: 288 / 288
nor2b: 3 / 3
a21oi: 3 / 3
buf: 48 / 101
worst max-delay path, delay by kind of cell:
kind,cells,cell delay (ns)
and+or+nand+nor,3,0.59
buffers and inverters,2,0.69
muxes,1,0.34
area by class of cell:
type	count	share of cell area, %
multi-input cells	578	32.7
clock inverters	11	0.377
well taps	330	2.65
flip-flops and latches	288	46.2
inverters	30	0.746
repair buffers	168	11.7
clock buffers	44	5.61
power groups by stage:
stage     clock network, mW  logic (mW)  registers [mW]
4_1_cts                6.34        2.73            9.03
5_1_grt                6.61        3.01            9.23
6_report               6.16        2.67            9.02
routing by layer:
| metal | vias up | GRT usage, % | wire length, um |
|---|---|---|---|
| met5 | - | 0 | 0 |
| met2 | 143 | 38.0 | 13200 |
| met3 | 38 | 4.38 | 1400 |
| met1 | 4259 | 44.3 | 14600 |
| li1 | 3819 | - | - |
| met4 | 0 | 3.39 | 465 |
cells by family (layout without fill, tap and decap cells):
group,count (synthesis),count (layout),synth area share [%]
mux,294,294,25.6
flops,288,288,56.6
simple gates,95,95,3.32
compound gates,189,189,10.7
buf+inv,101,253,3.64
metrics by stage:
step	hold WS, ns	cell area, um2
finish	0.196	15600
global route	0.200	15600
CTS	0.185	15600
detailed placement	0.474	14700
global placement	0.467	14700
floorplan	0.431	12700
worst min-delay path by stage:
stage / startpoint / to / slack [ns] / cells past startpoint
4_1_cts: Reset / memory[5][27]$_DFFE_PP0P_ / 0.18 / 3
5_1_grt: Reset / memory[3][25]$_DFFE_PP0P_ / 0.20 / 3
6_report: Reset / memory[3][25]$_DFFE_PP0P_ / 0.20 / 3
repair_timing:
action                                  in CTS  in global routing
endpoints found under the setup margin      32                  0
endpoints found under the hold margin        0                  0
buffers inserted                             4                  0
gates resized                               32                  0
hold buffers                                 0                  0
No activity file was given, so power comes from the tool's default toggle rates.
