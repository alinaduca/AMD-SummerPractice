==> flow/design.v <==
interface CalculatorBinarInterface;
    logic Clk;
    logic Reset;
    logic InputKey;
    logic ValidCmd;
    logic RWMem;
    logic [7:0] Addr;
    logic [7:0] InA;
    logic [7:0] InB;
    logic [3:0] Sel;
    logic ConfigDiv;
    logic [31:0] Din;
    logic Enable;
    logic [31:0] RezultatAlu;
    logic [31:0] RezultatConcat;
    logic [31:0] RezultatMux4;
    logic TxDone1, TxData1, SampleData1, Active1, Mode1;
    logic AccessMem1, RwMem2, ResetTmp;
    logic DOutValid;
    logic DataOut;
    logic ClkTx;
    logic CalcActive;
    logic [31:0] aux;
    logic CalcMode;
    logic [31:0] FrequencyDivTarget;
    modport DUT (
        input Clk,
        input Reset,
        input InputKey,
        input ValidCmd,
        input RWMem,
        input Addr,
        input InA,
        input InB,
        input Sel,
        input ConfigDiv,
        input Din,
        input Enable,
        output RezultatAlu,
        output RezultatConcat,
        output RezultatMux4,
        output TxDone1,
        output TxData1,
        output SampleData1,
        output Active1,
        output Mode1,
        output AccessMem1,
        output RwMem2,
        output ResetTmp,
        output DOutValid,
        output DataOut,
        output ClkTx,
        output CalcActive,
        output aux,
        output CalcMode,
        output FrequencyDivTarget
    );
endinterface
module LIFO (
  input [1:0] Opcode,
  input [31:0] Din,
  input Reset,
  input Clk,
  output [31:0] Dout,
  output LifoFull,
  output LifoEmpty,
  output Overflow,
  output Underflow
);
  reg [31:0] memory [0:7];
  reg [2:0] top;
  reg [2:0] next_top;
  wire LifoFull = (next_top == 0) ? 1'b1 : 1'b0;
  wire LifoEmpty = (top == 0) ? 1'b1 : 1'b0;
  wire Overflow = (next_top == 0 && Opcode == 2'b01) ? 1'b1 : 1'b0;
  wire Underflow = (top == 0 && Opcode == 2'b10) ? 1'b1 : 1'b0;
  assign Dout = memory[top];
  always @(posedge Clk) begin
    if (Reset) begin
      top <= 3'b000;
    end else begin
      if (Opcode == 2'b01)
        memory[next_top] <= Din;
      else if (Opcode == 2'b10)
        top <= top - 1;
      else if (Opcode == 2'b00)
        top <= top;
    end
    next_top <= (Opcode == 2'b01 && !LifoFull) ? (top + 1) : top;
  end
endmodule
==> flow/run.sh <==
#!/bin/bash
# OpenROAD 26Q1-2900-gdf79404cd8, Yosys 0.63+post, stock flow scripts
make -C /OpenROAD-flow-scripts/flow DESIGN_CONFIG=/design/flow/config.mk WORK_HOME=/design/flow/orfs finish
==> flow/config.mk <==
export PLATFORM = sky130hd
export DESIGN_NAME = LIFO
export DESIGN_NICKNAME = LIFO
export VERILOG_FILES = /design/flow/design.v
export SDC_FILE = /design/flow/constraint.sdc
export NUM_CORES = 4
export LEC_CHECK = 1
export CORE_UTILIZATION = 40
==> flow/constraint.sdc <==
current_design LIFO

set clk_period 6.9
set clk_io_pct 0.2

create_clock -name clk0 -period $clk_period [get_ports {Clk}]

set non_clock_inputs [all_inputs -no_clocks]
set_input_delay [expr $clk_period * $clk_io_pct] -clock clk0 $non_clock_inputs
set_output_delay [expr $clk_period * $clk_io_pct] -clock clk0 [all_outputs]
==> flow_summary.ini <==
; implementation run metrics
[status]
status = complete, no violations

[layout]
final_common_cell = edfxtp_1
final_layout_size_suffix_gt1_frac = 0.228
most-common-layout-cells = edfxtp_1, clkdlybuf4s50_1, mux4_1, mux2_2, clkbuf_16
fill_cells = 1969
multiInputGateArea_sq_um = 2230
area_growth_pct = 19.7
stdcell_area_sq_um = 12200
seq_area_sq_um = 7870

[routing]
drc = 0
num_vias = 4461
ant_nets = 0
via_per_inst = 5.17
first_pass_iters = 4
post_drt_wl_per_cell_microns = 20.8
first_iter_violations = 237
wirelength_microns = 18000

[flow_run]
warnings = 27
max_cap_violations = 0

[pwr]
power_w = 0.00340
peakVddDrop_mv = 0.162
switchingPower_w = 0.000666
p_int_w = 0.00273
power_density_nw_per_um2 = 279
combPwrFrac = 0.073
p_sw_frac = 0.196
seqPwrFrac = 0.533
clock_power_share = 0.394
leakagePower_nw = 3.84

[synthesis]
synth_area_leader_cell = edfxtp_1
yosys_warnings = 1
ys_seq_frac = 0.773
yosysTopAreaCellShare = 0.755
ys_ff = 265
ys_cells = 415
avgSynthCellArea_sq_um = 24.5
yosysUniqueCellTypes = 25
syn_area_sq_um = 10200
synth_cells = 415
area_leaders = edfxtp_1, mux4_1, mux4_2, mux2_2, dfxtp_1
ys_area_sq_um = 10200

[die]
fp.coreArea_sq_um = 25000
core.rowCount = 58
fp_util = 0.406
die_h_microns = 162
dieArea_sq_um = 26100
ios = 72
die_x_microns = 162

[final_timing]
setup_viol = 0
fmax_mhz = 218
finalCritPeriodShare = 0.664
final.setup.worst_slack_ns = 2.32
rsz0062_at_grt = no
hold_violations = 0
fin_setup_tns_ns = 0
finalMaxSlewViolations = 0
tightest_slew_ns = 0.711
period_minus_slack_ns = 4.58
finClkSkew_ns = 0.00860
slew_headroom = 0.526

[placement]
hpwl_microns = 9690
portBuffers = 71
placed_cell_area_sq_um = 11300
routabilityCongestion = 0.750
place_worst_setup_slack_ns = 2.72

[clock_network]
numCtsBuffers = 27
clkLatencyLatePin_ns = 0.52
htree_num_levels = 1
tritoncts = built
cts_resized = 0
postCtsSetupBuffers = 0
holdBufCountCts = 0
root_buffer = clkbuf_16
clockBufferDepth = 3
numClockSinks = 265
path_clk_slew_ns = 0.06

[grt]
gr-total-overflow = 0
antenna_found_initial = 2
grt_pass1_vias = 4997
grt_max_degree = 51
grt_usage = 0.158
grt_pass1_wl_microns = 27700

[min_path]
hp-start = top[2]
holdPathStages = 1
hold_class = flop to flop
holdPathEnd = next_top[2]

[worst_setup_path]
required_ns = 5.52
end_kind = primary output
worstPathCellList = buf_4 -> mux4_1 -> mux2_2 -> clkdlybuf4s50_1
path_delay_family = buffers and inverters
regToRegStartpoint = next_top[0]
ff2ff_path_depth = 3
start_kind = flop
slowest_stage = dfxtp_4
r2r_slack_ns = 4.70
critPathArrivalTime_ns = 3.20
cpPeakStageDelay_ns = 0.80
worstReg2RegEnd = memory[3][25]
critPathKind = flop to primary output
critical_path.n_buffers_inverters = 2
cp_max_fo = 39
per-stage QoR:
| step | hold slack (ns) | instances | utilization |
|---|---|---|---|
| finish | 0.527 | 863 | 0.487 |
| global route | 0.542 | 861 | 0.486 |
| CTS | 0.515 | 861 | 0.486 |
| detailed placement | 0.507 | 812 | 0.453 |
| global placement | 0.507 | 812 | 0.453 |
| floorplan | 0.472 | 415 | - |
cell usage after synthesis:
master and instances:
nor2_1 9, nand2_1 1, xor2_1 2, nor3b_1 4, nand2b_1 2, or3b_2 1, or3_1 1, edfxtp_1 256
buf_6 7, nor3_1 2, clkbuf_1 2, nor2b_1 2, and2_1 1, a211oi_1 1, dfxtp_1 9, mux4_1 40
nor4_1 1, nand3b_1 1, buf_2 1, buf_1 8, inv_1 2, mux2_2 33, ha_1 3, xnor2_1 2
mux4_2 24
layout make-up:
| type | instances | share of cell area |
|---|---|---|
| Timing Repair Buffer | 85 | 0.0670 |
| Tap cell | 330 | 0.0339 |
| Clock buffer | 38 | 0.0647 |
| Clock inverter | 11 | 0.00411 |
| Antenna cell | 2 | 0.000411 |
| Inverter | 2 | 0.000616 |
| Multi-Input combinational cell | 130 | 0.183 |
| Sequential cell | 265 | 0.646 |
layer usage:
layer | wire length, microns | track usage | vias to the layer above
met5 | 0 | 0 | -
met4 | 334 | 0.0253 | 0
met3 | 2330 | 0.102 | 23
met2 | 9040 | 0.243 | 245
met1 | 6280 | 0.201 | 2203
li1 | - | - | 1990
worst max-delay path by stage:
stage | end | start | cells past startpoint
finish | Dout[16] | flop | 4
global route | Dout[14] | flop | 4
CTS | Dout[16] | flop | 4
sequential cells by signal, indices dropped and copies added, names as in the netlist, named ones only:
register  cells
next_top      3
memory      256
top           3
power groups by stage:
| stage | Clock [W] | Sequential (W) | Combinational, W |
|---|---|---|---|
| 5_1_grt | 0.00143 | 0.00181 | 0.000273 |
| 4_1_cts | 0.00137 | 0.00181 | 0.000256 |
| 6_report | 0.00134 | 0.00181 | 0.000248 |
cell families after synthesis:
logic type / Yosys count / synth area share
AND/OR/NAND/NOR: 25 / 0.0135
adder cells (fa/ha/maj): 3 / 0.00369
multiplexers: 97 / 0.193
XOR/XNOR: 4 / 0.00344
buffers and inverters: 20 / 0.0127
AND-OR/OR-AND: 1 / 0.000738
flip-flops: 265 / 0.773
No activity file was given, so power comes from the tool's default toggle rates.
